==> /design/flow/design.v <==
module CONVEX(
input               CLK,
input               RST,
input       [4:0]   PT_XY,
output              READ_PT,
output reg  [9:0]   DROP_X,
output reg  [9:0]   DROP_Y,
output reg          DROP_V);
localparam IDLE     = 3'd0;
localparam INIT     = 3'd1;
localparam DELAY    = 3'd2;
localparam READ     = 3'd3;
localparam PROC     = 3'd4;
localparam WAIT     = 3'd5;
reg  [2:0]  state, state_w;
reg  [3:0]  cnt, cnt_w;
reg  [9:0]  PT_NEW_x, PT_NEW_y;
reg  [9:0]  PT_x [0:11], PT_x_w [0:11];
reg  [9:0]  PT_y [0:11], PT_y_w [0:11];
reg  [3:0]  PT_cnt;
reg  [9:0]  PT_IN_x, PT_IN_y, PT_LEFT_x, PT_LEFT_y, PT_RIGHT_x, PT_RIGHT_y;
wire [1:0]  PT_TYPE;
reg         CUT_TYPE_last;
reg  [3:0]  preserve_cnt, preserve_cnt_w;
wire [3:0]  preserve_cnt_add_one, preserve_cnt_minus_one;
reg         add_new, dropped, type_valid;
assign preserve_cnt_add_one = preserve_cnt + 1'b1;
assign preserve_cnt_minus_one = preserve_cnt - 1'b1;
assign READ_PT = (state_w == READ) || (state_w == INIT);
always @(*) begin
    state_w = state;
    case (state)
        IDLE:   state_w = INIT;
        INIT:   state_w = (cnt == 4'd11) ? DELAY : INIT;
        DELAY:  state_w = READ;
        READ:   state_w = (cnt[1:0] == 2'd3) ? PROC : READ;
        PROC:   state_w = (cnt == PT_cnt) ? WAIT : PROC;
        WAIT:   state_w = READ;
    endcase
end
always @(posedge CLK or posedge RST) begin
    if (RST)    state <= IDLE;
    else        state <= state_w;
end
always @(*) begin
    cnt_w = cnt;
    case (state)
        INIT:   cnt_w = (cnt == 4'd11) ? 4'd0 : cnt + 1'b1;
        READ:   cnt_w = (cnt[1:0] == 2'd3) ? 4'd0 : cnt + 1'b1;
        PROC:   cnt_w = cnt + 1'b1;
        WAIT:   cnt_w = 4'd0;
    endcase
end
always @(posedge CLK or posedge RST) begin
    if (RST)    cnt <= 4'd0;
    else        cnt <= cnt_w;
end
always @(posedge CLK) begin
    if (state == INIT || state == READ) begin
        PT_NEW_x <= cnt[1] ? PT_NEW_x : {PT_NEW_x[4:0], PT_XY};
        PT_NEW_y <= cnt[1] ? {PT_NEW_y[4:0], PT_XY} : PT_NEW_y;
    end
end
always @(posedge CLK) begin
    if (state == READ) PT_cnt <= preserve_cnt;
end
integer i;
always @(*) begin
    for (i = 0; i < 12; i = i + 1) begin
        PT_x_w[i] = PT_x[i];
        PT_y_w[i] = PT_y[i];
    end
    case (state)
        INIT, DELAY: begin
            for (i = 0; i < 12; i = i + 1) begin
                PT_x_w[preserve_cnt] = PT_NEW_x;
                PT_y_w[preserve_cnt] = PT_NEW_y;
            end
        end
        PROC, WAIT: begin
            for (i = 0; i < 11; i = i + 1) begin
                PT_x_w[i] = PT_x[i+1];
                PT_y_w[i] = PT_y[i+1];
            end
            if (!type_valid) begin
                PT_x_w[preserve_cnt] = PT_x[0];
                PT_y_w[preserve_cnt] = PT_y[0];
            end
            else if (PT_TYPE[1]) begin
                if (CUT_TYPE_last && !dropped) begin
                    PT_x_w[preserve_cnt] = PT_NEW_x;
                    PT_y_w[preserve_cnt] = PT_NEW_y;
                    PT_x_w[preserve_cnt_add_one] = PT_LEFT_x;
                    PT_y_w[preserve_cnt_add_one] = PT_LEFT_y;
                end
                else begin
                    PT_x_w[preserve_cnt] = PT_LEFT_x;
                    PT_y_w[preserve_cnt] = PT_LEFT_y;
                    if (!add_new && state[0]) begin
                        PT_x_w[preserve_cnt_add_one] = PT_NEW_x;
                        PT_y_w[preserve_cnt_add_one] = PT_NEW_y;
                    end
                end
            end
            else if (!PT_TYPE[0]) begin
                PT_x_w[preserve_cnt] = PT_LEFT_x;
                PT_y_w[preserve_cnt] = PT_LEFT_y;
            end
            else if (!add_new) begin
                PT_x_w[preserve_cnt] = PT_NEW_x;
                PT_y_w[preserve_cnt] = PT_NEW_y;
            end
        end
    endcase
end
always @(posedge CLK) begin
    for (i = 0; i < 12; i = i + 1) begin
        PT_x[i] <= PT_x_w[i];
        PT_y[i] <= PT_y_w[i];
    end
end
always @(posedge CLK) begin
    if (state == READ) begin
        PT_LEFT_x <= PT_x[preserve_cnt];
        PT_LEFT_y <= PT_y[preserve_cnt];
        PT_IN_x <= PT_x[0];
        PT_IN_y <= PT_y[0];
        PT_RIGHT_x <= PT_x[1];
        PT_RIGHT_y <= PT_y[1];
    end
    else begin
        PT_LEFT_x <= PT_IN_x;
        PT_LEFT_y <= PT_IN_y;
        PT_IN_x <= PT_RIGHT_x;
        PT_IN_y <= PT_RIGHT_y;
        PT_RIGHT_x <= PT_x[2];
        PT_RIGHT_y <= PT_y[2];
    end
end
TYPE t0(.clk(CLK), .IN_x(PT_IN_x), .IN_y(PT_IN_y), .LEFT_x(PT_LEFT_x), .LEFT_y(PT_LEFT_y), 
        .RIGHT_x(PT_RIGHT_x), .RIGHT_y(PT_RIGHT_y), .NEW_x(PT_NEW_x), .NEW_y(PT_NEW_y), .TYPE(PT_TYPE));
always @(posedge CLK or posedge RST) begin
    if (RST)                type_valid <= 1'b0;
    else if (state == PROC) type_valid <= 1'b1;
    else                    type_valid <= 1'b0;
end
always @(*) begin
    preserve_cnt_w = preserve_cnt;
    case(state)
        INIT: preserve_cnt_w = cnt[3:2];
        PROC, WAIT: begin
            case(PT_TYPE)
                2'd1:   preserve_cnt_w = add_new ? preserve_cnt_minus_one : preserve_cnt;
                2'd2:   preserve_cnt_w = ((CUT_TYPE_last && !dropped) || (!add_new && state[0])) ? preserve_cnt_add_one : preserve_cnt;
            endcase
        end
    endcase
end
always @(posedge CLK) begin
    if (RST)    preserve_cnt <= 3'd0;
    else        preserve_cnt <= preserve_cnt_w;
end
always @(posedge CLK or posedge RST) begin
    if (RST)                CUT_TYPE_last <= 1'b0;
    else if (type_valid)    CUT_TYPE_last <= PT_TYPE[1];
    else                    CUT_TYPE_last <= 1'b0;
end
always @(posedge CLK or posedge RST) begin
    if (RST)                add_new <= 1'b0;
    else if (type_valid)    add_new <= PT_TYPE[0] || (CUT_TYPE_last && PT_TYPE[1]) || add_new;
    else                    add_new <= 1'b0;
end
always @(posedge CLK or posedge RST) begin
    if (RST)                dropped <= 1'b0;
    else if (type_valid)    dropped <= PT_TYPE[0] || dropped;
    else                    dropped <= 1'b0;
end
always @(posedge CLK or posedge RST) begin
    if (RST) begin
        DROP_V <= 1'b0;
        DROP_X <= 10'd0;
        DROP_Y <= 10'd0;
    end
    else if (type_valid) begin
        if (PT_TYPE[0]) begin
            DROP_V <= 1'b1;
            DROP_X <= PT_LEFT_x;
            DROP_Y <= PT_LEFT_y;
        end
        else if (state[0] && !add_new && !PT_TYPE[1]) begin
            DROP_V <= 1'b1;
            DROP_X <= PT_NEW_x;
            DROP_Y <= PT_NEW_y;
        end
        else begin
            DROP_V <= 1'b0;
            DROP_X <= 10'd0;
            DROP_Y <= 10'd0;
        end
    end
    else begin
        DROP_V <= 1'b0;
        DROP_X <= 10'd0;
        DROP_Y <= 10'd0;
    end
end
endmodule
module TYPE(
    input               clk,
    input       [9:0]   IN_x,
    input       [9:0]   IN_y,
    input       [9:0]   LEFT_x,
    input       [9:0]   LEFT_y,
    input       [9:0]   RIGHT_x,
    input       [9:0]   RIGHT_y,
    input       [9:0]   NEW_x,
    input       [9:0]   NEW_y,
    output reg  [1:0]   TYPE
);
wire signed [10:0]  tmp1, tmp2, tmp3, tmp4, tmp5, tmp6;
reg  signed [20:0]  xl_yn_w, xl_yr_w, xn_yl_w, xn_yr_w, xr_yl_w, xr_yn_w;
reg  signed [20:0]  xl_yn, xl_yr, xn_yl, xn_yr, xr_yl, xr_yn;
wire                l_r;
wire        [1:0]   l_n, n_r;
assign tmp1 = (LEFT_x - IN_x);
assign tmp2 = (NEW_x - IN_x);
assign tmp3 = (RIGHT_x - IN_x);
assign tmp4 = (LEFT_y - IN_y);
assign tmp5 = (NEW_y - IN_y);
assign tmp6 = (RIGHT_y - IN_y);
always @(*) begin
    xl_yn_w = (tmp1 * tmp5);
    xl_yr_w = (tmp1 * tmp6);
    xn_yl_w = (tmp2 * tmp4);
    xn_yr_w = (tmp2 * tmp6);
    xr_yl_w = (tmp3 * tmp4);
    xr_yn_w = (tmp3 * tmp5);
end
always @(posedge clk) begin
    xl_yn <= xl_yn_w;
    xl_yr <= xl_yr_w;
    xn_yl <= xn_yl_w;
    xn_yr <= xn_yr_w;
    xr_yl <= xr_yl_w;
    xr_yn <= xr_yn_w;
end
assign l_r = (xl_yr < xr_yl) ? 1'b0 : 1'b1;
assign l_n = (xl_yn < xn_yl) ? 2'd0 : (xl_yn > xn_yl) ? 2'd1 : 2'd2;
assign n_r = (xn_yr < xr_yn) ? 2'd0 : (xn_yr > xr_yn) ? 2'd1 : 2'd2;
always @(*) begin
    TYPE = 2'd0;
    case({l_n[1], n_r[1]})
        2'b00: begin
            if (l_r == l_n[0] && l_r == n_r[0])         TYPE = 2'd0;  
            else if (l_r != l_n[0] && l_r != n_r[0])    TYPE = 2'd1;  
            else                                        TYPE = 2'd2;  
        end
        2'b01: begin
            if (l_r == l_n[0])  TYPE = 2'd0;
            else                TYPE = 2'd1;
        end
        2'b10: begin
            if (l_r == n_r[0])  TYPE = 2'd0;
            else                TYPE = 2'd1;
        end
    endcase
end
endmodule
==> /design/flow/run.sh <==
#!/bin/bash
# OpenROAD 26Q1-2900-gdf79404cd8, Yosys 0.63+post, stock flow scripts
make -C /OpenROAD-flow-scripts/flow DESIGN_CONFIG=/design/flow/config.mk WORK_HOME=/design/flow/orfs finish
==> /design/flow/config.mk <==
export PLATFORM = sky130hd
export DESIGN_NAME = CONVEX
export DESIGN_NICKNAME = CONVEX
export VERILOG_FILES = /design/flow/design.v
export SDC_FILE = /design/flow/constraint.sdc
export NUM_CORES = 4
export LEC_CHECK = 1
export CORE_UTILIZATION = 50
==> /design/flow/constraint.sdc <==
current_design CONVEX

set clk_period 39.6
set clk_io_pct 0.2

create_clock -name clk0 -period $clk_period [get_ports {CLK}]

set non_clock_inputs [all_inputs -no_clocks]
set_input_delay [expr $clk_period * $clk_io_pct] -clock clk0 $non_clock_inputs
set_output_delay [expr $clk_period * $clk_io_pct] -clock clk0 [all_outputs]
==> flow_metrics.env <==
# physical design summary
export IMPL_status="completed"
export IMPL_seq_area_um2=12500
export IMPL_end_kind="output pin"
export IMPL_grt_pass1_vias=62167
export IMPL_die_size_y_um=368
export IMPL_drc_errors=0
export IMPL_layout_drive_gt1_share=0.0704
export IMPL_firstDrtPassIters=7
export IMPL_gr_total_overflow=0
export IMPL_edf_count=264
export IMPL_comb_area_um2=48600
export IMPL_common_cells="1,147 x a21oi_1, 948 x inv_1, 836 x nand2_1"
export IMPL_yosysMostFrequentCell="a21oi_1"
export IMPL_area_growth_pct=7.00
export IMPL_warnings=39
export IMPL_fp_dieW_um=368
export IMPL_timing_final_crit_share=0.255
export IMPL_antenna_found_initial=9
export IMPL_vias=64091
export IMPL_row_count=133
export IMPL_hold_violations=0
export IMPL_routabilityCongestion=1.02
export IMPL_fp_util=0.507
export IMPL_vias_per_cell=6.48
export IMPL_wl_per_cell_um=28.2
export IMPL_crit_required_ns=31.68
export IMPL_top_cell_area_share=0.204
export IMPL_cts_max_level=3
export IMPL_drt_iter0_drc=7089
export IMPL_period_needed_ns=10.08
export IMPL_rsz0062_at_grt="false"
export IMPL_cts_resized=0
export IMPL_holdCritPathClass="reg -> reg"
export IMPL_syn_area_per_cell_um2=7.95
export IMPL_crit_fanout=6
export IMPL_critPathLaunchType="flop"
export IMPL_tightest_slew_ns=1.11
export IMPL_synth_area_um2=67000
export IMPL_hpwl_um=182000
export IMPL_topCellsByArea="fa_1 20%, edfxtp_1 12%, a21oi_1 8.6%"
export IMPL_yosysUniqueCellTypes=78
export IMPL_core_area_um2=132000
export IMPL_clkSinkCount=486
export IMPL_syn_instance_count=8433
export IMPL_cts_made_buffers=69
export IMPL_setup_violations=0
export IMPL_ys_seq_share=0.187
export IMPL_postRouteWirelength_um=279000
export IMPL_die_area_um2=136000
export IMPL_grt_pass1_wl_um=411000
export IMPL_ys_ff=486
export IMPL_cts_reportedPaths_clkPinSlew_ns=0.06
export IMPL_ys_warn_count=6
export IMPL_worst_slack_ns=29.52
export IMPL_synth_top_cell_by_area="fa_1"
export IMPL_cts_root_buf="clkbuf_16"
export IMPL_skew_ns=0.0491
export IMPL_ctsHoldBuffers=0
export IMPL_ys_cells=8433
export IMPL_drtAntennaViolNets=0
export IMPL_portBuffers=28
export IMPL_fill_cells=11989
export IMPL_fmax_mhz=99.2
export IMPL_clkLatencyLatePin_ns=0.70
export IMPL_max_cap_viol_count=0
export IMPL_slew_headroom=0.259
export IMPL_yosys_area_um2=67000
export IMPL_io_pins=29
export IMPL_synth_async_reset_ratio=0.0658
export IMPL_ys_flop_type="edfxtp_1"
export IMPL_crit_arrival_ns=2.16
export IMPL_cts_tree="yes"
export IMPL_worst_r2r_setup_slack_ns=30.83
export IMPL_grt_max_degree=145
export IMPL_clockBufferDepth=3
export IMPL_path_class="reg -> out"
export IMPL_grt_use_total=0.435
export IMPL_tns_ns=0
export IMPL_cts_setup_buffers=0
export IMPL_maxSlewViolCount=0
export IMPL_dp_slack_ns=30.22
worst paths after layout:
kind / cells past startpoint / to / from
max: 4 / READ_PT / cnt[0]
min: 2 / PT_LEFT_y[7] / PT_IN_y[7]
min reg2reg: 2 / PT_LEFT_y[7] / PT_IN_y[7]
max in group asynchronous: 3 / DROP_Y[4] / RST
max reg2reg: 28 / t0.xl_yn[20] / PT_LEFT_x[0]
min in group asynchronous: 3 / cnt[1] / RST
metal layers:
metal,share of wire,routed length (um),track usage
met1,0.35,98200,0.555
met2,0.42,117000,0.606
met3,0.14,40400,0.214
met4,0.080,22300,0.259
met5,0.0015,413,0.0189
flip-flops by register name, indices dropped and copies added, names as in the netlist, 21 cells and up:
signal,flops
t0.xn_yr,21
t0.xr_yl,21
PT_y,120
t0.xr_yn,21
PT_x,120
t0.xn_yl,21
t0.xl_yr,21
t0.xl_yn,21
final cells by class:
| type | instances | area share |
|---|---|---|
| multi-input combinational | 6257 | 0.678 |
| sequential | 486 | 0.175 |
| inverter | 951 | 0.0498 |
| timing repair buffer | 306 | 0.0334 |
| tap | 1755 | 0.0306 |
| clock buffer | 103 | 0.0292 |
| clock inverter | 24 | 0.00384 |
| antenna | 12 | 0.000419 |
metrics by stage:
step	hold slack, ns	instance area, um2	util	cells
after floorplan	0.406	67000	-	8433
after global placement	0.440	69300	0.524	9755
after detailed placement	0.444	69300	0.524	9755
after CTS	0.460	71700	0.542	9882
after global routing	0.473	71700	0.542	9882
final	0.461	71700	0.542	9894
critical path, cell delays in order, from the launching register on:
cell,delay (ns)
dfrtp_1,0.42
ha_1,0.28
a21oi_1,0.21
a21o_1,0.11
clkdlybuf4s50_1,0.46
cells by family after synthesis:
family          after synthesis  synth area share
flops                       486             0.187
mux                          76            0.0122
buf+inv                    1690            0.0956
simple gates               2089             0.140
xor+xnor                    206            0.0269
compound gates             2799             0.259
fa+ha+maj                  1087             0.280
layout by cell type, fill, tap and decap left out, types with 33 or more instances in the layout:
master        n
a22o_1       37
edfxtp_1    264
a21o_1      195
and2_1      288
o221ai_1    170
buf_4       276
xnor2_1     149
nor3_1       46
nand2b_1     39
dfxtp_1     190
xor2_1       49
a211oi_1    170
nand2_1     816
mux2i_1      33
o31ai_1      39
a221oi_1     42
mux2_2       43
clkbuf_16    77
a31oi_1      53
fa_1        683
nor2_1      599
ha_1        403
a21oi_1    1138
nor2b_1      91
o21ai_0     510
inv_1       946
nand3_1      48
o211ai_1    183
